--- config.mk ---
export PLATFORM = sky130hd
export DESIGN_NAME = s2p
export DESIGN_NICKNAME = s2p
export VERILOG_FILES = /design/flow/design.v
export SDC_FILE = /design/flow/constraint.sdc
export NUM_CORES = 4
export LEC_CHECK = 1
export CORE_AREA = 10 10 70 70
export DIE_AREA = 0 0 80 80
--- constraint.sdc ---
current_design s2p

set clk_period 1.0
set clk_io_pct 0.2

create_clock -name clk0 -period $clk_period [get_ports {clk}]

set non_clock_inputs [all_inputs -no_clocks]
set_input_delay [expr $clk_period * $clk_io_pct] -clock clk0 $non_clock_inputs
set_output_delay [expr $clk_period * $clk_io_pct] -clock clk0 [all_outputs]
--- run.sh ---
#!/bin/bash
# OpenROAD 26Q1-2900-gdf79404cd8, Yosys 0.63+post, stock flow scripts
make -C /OpenROAD-flow-scripts/flow DESIGN_CONFIG=/design/flow/config.mk WORK_HOME=/design/flow/orfs finish
--- design.v ---
module s2p (rst, clk, s2p_en, data_in, data_out, data_out_valid);
    input rst, clk;
    input s2p_en;
    input data_in;
    output data_out_valid;
    output [3:0] data_out;
    reg [3:0] data_out;
    reg data_out_valid;
    reg [1:0] counter;
    always@(posedge clk or negedge rst) begin
        if(!rst)
            counter<=2'b00;
        else if(counter==2'b11)
            counter<=2'b00;
        else
            counter<=counter+2'b1;
    end
    always@(posedge clk or negedge rst) begin
        if(!rst)
            data_out<=4'b0000;
        else if(s2p_en) 
            data_out<={data_out[2:0], data_in};
        else
            data_out<=4'b0000;
    end
    always@(posedge clk or negedge rst) begin
        if(!rst)
            data_out_valid<=1'b0;
        else if((counter==2'b11)&&(s2p_en))
            data_out_valid<=1'b1;
        else
            data_out_valid<=1'b0;
    end
endmodule
==> insert_results.sql <==
-- generated from flow reports
INSERT INTO impl_metrics (metric_group, metric, value, unit) VALUES
('run_status', 'status', 'finished clean', ''),
('synthesis', 'synth.yosys.seq_area_share', '78.7', '%'),
('setup_path', 'path_cells', 'buf_2', ''),
('setup_path', 'timing.critical_path.buf_inv', '1', ''),
('synthesis', 'synth_flops', '7', ''),
('floorplan', 'fp.dieW', '80', 'um'),
('floorplan', 'rows', '21', ''),
('synthesis', 'synth-cells-yosys', '14', ''),
('hold_path', 'hold_class', 'input port to asynchronous set/reset pin', ''),
('power', 'leakagePower', '0.177', 'nW'),
('synthesis', 'synth_dominant_cell_count', 'sky130_fd_sc_hd__dfrtp_1', ''),
('grt', 'antenna_found_initial', '0', ''),
('final_layout', 'post_route_cells_drive_above_1_share', '33.3', '%'),
('timing', 'final-hold-violation-count', '0', ''),
('setup_path', 'worstPathArrival', '0.73', 'ns'),
('floorplan', 'io_pins', '9', ''),
('setup_path', 'cell_type_of_the_slowest_stage_on_the_worst_timing_path', 'sky130_fd_sc_hd__dfrtp_1', ''),
('final_layout', 'fill_cells', '398', ''),
('synthesis', 'edf_count', '0', ''),
('setup_path', 'worst_setup_path_end_kind', 'output port', ''),
('timing', 'fin_crit', '0.929', 'ns'),
('place', 'dpl_worst_slack', '-0.00482', 'ns'),
('grt', 'grt_overflow', '0', ''),
('clock_tree', 'clock_insertion_delay_worst_skew', '0.25', 'ns'),
('floorplan', 'chipArea', '0.00640', 'sq mm'),
('clock_tree', 'inserted_clock_buffers', '3', ''),
('setup_path', 'cp_data_required_time', '0.80', 'ns'),
('final_layout', 'post_layout_nonfiller_instances', '73', ''),
('setup_path', 'worst-r2r-setup-slack', '0.18', 'ns'),
('grt', 'grt_max_degree', '8', ''),
('flow_run', 'log.warning_count', '25', ''),
('setup_path', 'critPathTopFamily', 'flip-flops', ''),
('synthesis', 'per_instance_average_area_after_synthesis', '15.9', 'sq um'),
('clock_tree', 'cts_tree', 'done', ''),
('power', 'peak_vdd_ir', '0.000364', 'V'),
('timing', 'peak_clock_frequency_supported_by_timing', '1080', 'MHz'),
('timing', 'timing.final.crit_share', '92.9', '%'),
('floorplan', 'dieHeight', '80', 'um'),
('synthesis', 'largest_area_contributor_in_the_netlist', 'sky130_fd_sc_hd__dfrtp_1', ''),
('grt', 'grt.total_usage', '1.58', '%'),
('clock_tree', 'h-tree-depth', '1', ''),
('setup_path', 'timing.critical_path.slowest_cell_delay', '0.37', 'ns'),
('setup_path', 'path_max_fanout', '2', ''),
('synthesis', 'yosys_warn_count', '1', ''),
('synthesis', 'synth.top_cells.by_area', 'sky130_fd_sc_hd__dfrtp_1 (79%), sky130_fd_sc_hd__and2_1 (14%), sky130_fd_sc_hd__ha_1 (5.6%)', ''),
('synthesis', 'mappedNetlistArea', '223', 'sq um'),
('final_layout', 'area_growth', '65.7', '%'),
('timing', 'setup-tns-final', '0', 'ns'),
('floorplan', 'fp_util', '6.52', '%'),
('synthesis', 'synth.lib_cells_used.distinct', '4', ''),
('route', 'first_iter_violations', '7', ''),
('clock_tree', 'clockRootBuffer', 'sky130_fd_sc_hd__clkbuf_4', ''),
('synthesis', 'dominantRegCellSynth', 'sky130_fd_sc_hd__dfrtp_1', ''),
('route', 'insertedDiodeCount', '0', ''),
('setup_path', 'worstSetupPathType', 'flip-flop to output port', ''),
('timing', 'hold_slack', '0.202', 'ns'),
('clock_tree', 'cts_hold_buf', '0', ''),
('clock_tree', 'clk_pin_slew', '0.05', 'ns'),
('timing', 'slew_headroom', '80.3', '%'),
('route', 'route.detailed.vias_per_inst', '2.01', ''),
('power', 'design_power_total', '569', 'uW'),
('route', 'drt_pass1_iterations', '2', ''),
('synthesis', 'post_synth_inst_count', '14', ''),
('place', 'placement.io_buffers', '8', ''),
('clock_tree', 'cts_num_sinks', '7', ''),
('route', 'drtAntennaViolNets', '0', ''),
('flow_run', 'max_cap_viol_count', '0', ''),
('floorplan', 'core_area', '0.00342', 'sq mm'),
('final_layout', 'final-comb-area', '47.5', 'sq um'),
('clock_tree', 'clk_path_buf_depth', '2', ''),
('synthesis', 'yosys-stat-area', '223', 'sq um');
layout make-up:
| cell class | instances | area share, % |
|---|---|---|
| clock buffers | 4 | 7.12 |
| multi-input cells | 7 | 12.9 |
| well taps | 46 | 15.6 |
| repair buffers | 9 | 16.9 |
| flip-flops and latches | 7 | 47.5 |
flip-flops by register name, indices dropped and copies added (netlist names):
register,count
data_out_valid,1
data_out,4
counter,2
through the flow:
step / instance area [sq um] / util (%)
2_1_floorplan: 223 / -
3_3_place_gp: 360 / 10.5
3_5_place_dp: 360 / 10.5
4_1_cts: 379 / 11.1
5_1_grt: 369 / 10.8
6_report: 369 / 10.8
layer usage:
layer  wire [um]  up-vias  GRT usage (%)
li1            -       68              -
met1         219       69           1.75
met2         155       10           2.01
met3          88        0           1.70
met4           0        0          0.352
met5           0        -              0
what timing repair did:
action,in CTS,in global routing
endpoints found under the setup margin,5,2
endpoints found under the hold margin,0,0
resized,13,2
setup buffers,1,0
final timing paths:
kind,endpoint,from,cells after the start
max,data_out[0],data_out[0],1
min,data_out[1],rst,1
max reg2reg,data_out_valid,counter[0],2
min reg2reg,counter[0],counter[0],1
max in group asynchronous,counter[1],rst,1
min in group clk0,counter[0],counter[0],1
power by group:
group          switching [mW]  internal (mW)  total (mW)
logic                  0.0106         0.0187      0.0292
registers             0.00248          0.291       0.293
clock network          0.0950          0.152       0.247
logic make-up after synthesis:
group / count (synthesis) / share of synthesized area [%]
flops: 7 / 78.7
simple gates: 6 / 15.7
fa+ha+maj: 1 / 5.62
cells in the final DEF, fill, tap and decap left out:
master                            synthesis  routed
sky130_fd_sc_hd__nor2_1                   1       1
sky130_fd_sc_hd__ha_1                     1       1
sky130_fd_sc_hd__clkbuf_2                 0       2
sky130_fd_sc_hd__dfrtp_1                  7       7
sky130_fd_sc_hd__clkbuf_4                 0       3
sky130_fd_sc_hd__and2_1                   5       5
sky130_fd_sc_hd__buf_4                    0       1
sky130_fd_sc_hd__clkbuf_1                 0       1
sky130_fd_sc_hd__clkdlybuf4s50_1          0       3
sky130_fd_sc_hd__buf_2                    0       3
Power is estimated from default activity; no workload was simulated.
