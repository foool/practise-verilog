### config.mk
export PLATFORM = sky130hd
export DESIGN_NAME = adder4bit
export DESIGN_NICKNAME = adder4bit
export VERILOG_FILES = /design/flow/design.v
export SDC_FILE = /design/flow/constraint.sdc
export NUM_CORES = 4
export LEC_CHECK = 1
export CORE_AREA = 10 10 70 70
export DIE_AREA = 0 0 80 80
### constraint.sdc
current_design adder4bit

set clk_period 2.9
set clk_io_pct 0.2

create_clock -name clk0 -period $clk_period

set non_clock_inputs [all_inputs -no_clocks]
set_input_delay [expr $clk_period * $clk_io_pct] -clock clk0 $non_clock_inputs
set_output_delay [expr $clk_period * $clk_io_pct] -clock clk0 [all_outputs]
### design.v
module adder1bit (a, b, ci, sum, cout);
    input a, b, ci;
    output sum, cout;
    assign sum = a^b^ci;
    assign cout = (a&b)|(b&ci)|(a&ci);
endmodule
module adder4bit (a, b, cin, sum, cout);
    input [3:0] a;
    input [3:0] b;
    input cin;
    output [3:0] sum;
    output cout;
    wire [3:0] cout_t;
    adder1bit a0(a[0], b[0], cin, sum[0], cout_t[0]);
    adder1bit a1(a[1], b[1], cout_t[0], sum[1], cout_t[1]);
    adder1bit a2(a[2], b[2], cout_t[1], sum[2], cout_t[2]);
    adder1bit a3(a[3], b[3], cout_t[2], sum[3], cout_t[3]);
    assign cout = cout_t[3];
endmodule
### run.sh
#!/bin/bash
# OpenROAD 26Q1-2900-gdf79404cd8, Yosys 0.63+post, stock flow scripts
make -C /OpenROAD-flow-scripts/flow DESIGN_CONFIG=/design/flow/config.mk WORK_HOME=/design/flow/orfs finish
==> Slide: Implementation Results <==
Implementation Results

Power and ir drop
  • PwrDens: approximately 140 nW/um^2
  • Max IR drop VDD: between 30 and 40 uV
  • LEAKAGE: 0.000141 uW

Final timing
  • Period minus WS final: around 2.8 ns
  • # setup viols final: 0
  • F_max: around 0.36 GHz
  • Actual transition at the worst max-transition pin: 0.105 ns
  • RSZ-0062 raised after global routing: false
  • Fin crit share: 96.8%
  • Final hold violation count: 0
  • Worst rel slew slack: between 90% and 100%
  • Slew Viols, Final: 0

Drt
  • N_diodes: 0
  • Routed vias: between 100 and 150
  • DRT Wirelength: 397 um
  • Iteration-0 DRC Markers: 0
  • WL/cell: 5.36 um
  • Vias per cell: 1.65
  • # DRC: 0
  • Met3 wire length: around 110 um
  • Post-route ant nets: 0
  • Max Used Layer: met3
  • Routed length on met2: a little under 70 um
  • Metal1 wirelength: 217 um
  • Drt pass-1 iters: 1

Placed design
  • Number of port buffers: 14
  • GP Congestion: about 0.76
  • Detail Placement HPWL: ~370 um
  • DP Area: 315 um^2
  • Placed cells: ~74

Floorplan
  • Rows: 21
  • Io pins: 14
  • Die area: between 6000 and 7000 um^2
  • Core box area: around 3400 um^2
  • Die height: roughly 80 um
  • Horiz. Die Dim: roughly 80 um
  • Fp util: 4.32%

Yosys
  • Synth Seq Share: 0%
  • Syn avg cell area: ~8.2 um^2
  • Yosys cell count: 18
  • Distinct lib cells: 3
  • Post-Synthesis Cells: 18
  • Yosys warning total: 0
  • Mapped Area: roughly 150 um^2
  • Chip Area, Yosys: 148 um^2

Cells and area
  • Register area: 0 um^2
  • Most numerous logic cell after layout: clkdlybuf4s50_1
  • Final Cell Area: roughly 320 um^2
  • Flop count: 0
  • Top Layout Cells: 6 x clkdlybuf4s50_1, 5 x inv_1, 4 x inv_2
  • Share of cells above drive strength 1: 42.9%
  • Synth-to-Final Area Change: 117%
  • # clk buffers: 0
  • Layout Utilization: approximately a tenth
  • Non-filler cells, final: between 70 and 80

Run
  • Max-Cap Viols: 0
  • OpenROAD warnings: 32

Hold path
  • Min-Delay Endpoint: sum[0]
  • Hold_sp: cin
  • Hold depth: 5
  • Worst min-delay path class: in2out

Global routing
  • Global Route Usage Sum: under 10%
  • Vias in the first global route: about 120
  • Pin count of the biggest net entering global routing: 2
  • First-pass GRT wire length: between 500 and 600 um
  • Antenna violations before repair: 0
  • Grt ovf: 0

Setup path
  • Family with the most delay on the worst path: adder cells
  • Kind of critical path: in2out
  • WP buf/inv: 6
  • Worst path cell trace: buf_6 -> inv_2 -> fa_2 -> inv_2 -> fa_2 -> fa_2 -> inv_2 -> fa_1 -> inv_1 -> buf_2
  • Worst Path Required: ~2.3 ns
  • CP arrival: approximately 2.2 ns
  • CP endpoint kind: output port
  • Worst setup startpoint: b[0]
  • Critical path launch point type: input pin
  • Crit path max-delay cell type: fa_1
  • Crit path largest cell delay: about 0.39 ns
  • Crit path max fanout: 1

Clock tree
  • Post-CTS Hold Buffers: 0

Run status
  • Status: finished, final reports clean
Yosys cell counts:
cell   instances  area share (%)
buf_4          4              20
fa_1           4              54
inv_1         10              25
cell families (layout without fill, tap and decap cells):
kind of cell	Yosys count	in the layout	synth area share [%]
buffers and inverters	14	24	45.8
adders and majority gates	4	4	54.2
worst max path at each step:
stage / cells after the start / to / slack, ns
5_1_grt: 10 / sum[3] / 0.003
6_report: 10 / sum[3] / 0.09
4_1_cts: 10 / sum[3] / 0.004
metal layers:
metal	up-vias	track usage, %
li1	60	-
met1	48	2.01
met2	14	0.722
met4	0	0
met3	0	0.909
met5	-	0
repair_timing:
item	CTS	global route
buffers inserted	0	0
gates resized	29	2
gates cloned	0	0
pin swaps	4	4
setup endpoints to repair	4	1
metrics by stage:
stage	hold slack, ns	worst slack, ns	total power [uW]	setup TNS (ns)
finish	1.90	0.0931	46.0	0
global route	1.93	0.00285	53.6	0
CTS	1.91	0.00429	45.9	0
detailed placement	2.20	-0.732	49.8	-1.70
global placement	2.20	-0.722	49.9	-1.67
floorplan	1.38	0.163	23.7	0
report_power, final:
| part | total [uW] | switching (uW) | internal, uW | leakage (uW) |
|---|---|---|---|---|
| sequential | 0 | 0 | 0 | 0 |
| clock | 0 | 0 | 0 | 0 |
| combinational | 46.0 | 15.4 | 30.6 | 0.000141 |
| total | 46.0 | 15.4 | 30.6 | 0.000141 |
layout make-up:
class / count / area (um^2)
fill: 401 / 3100
timing repair buffer: 14 / 135
multi-input combinational: 4 / 87.6
tap: 46 / 57.6
inverter: 10 / 40.0
Power and IR drop assume default switching activity.
